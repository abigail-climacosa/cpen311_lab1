==> ./design.v <==
module counter(input logic clk, 
			   input logic reset, 
			   output logic[31:0] out);
	logic [31:0] out_reset;
	assign out_reset = reset ? 0 : out+1;
	fsm #(32)cot(.clk(clk), .in(out_reset), .out(out));
endmodule	
module freq_divic(input logic clk, 
				  input logic reset, 
				  input logic [31:0]count_val, 
				  output logic clk_out);
logic [31:0] count;
logic count_reset;
logic clk_up;
assign clk_out = reset ? 0 : clk_up; 
counter cou(.clk(clk), .reset(count_reset), .out(count));
assign count_reset  = (count > count_val-2) ? 1 : reset;
always_ff @(posedge clk)
	if(count > count_val-2)
	begin
		clk_up <=~clk_out;
	end
	else 
		clk_up <= clk_out;
endmodule
module fsm(clk, in, out);
	parameter width = 8;
	input clk;
	input [width-1:0] in;
	output reg [width-1:0] out;
	always_ff @(posedge clk)
		out <= in;
endmodule
module led_con(input logic clk,
			   output logic [9:0] leds);
logic [9:0]leds_in = 10'b1;
logic flag;
always_ff @(posedge clk)  
	if(leds_in >= 10'b1000000000 && flag == 0 ) 
	begin 
			flag <= 1;
			leds_in <= (leds_in >> 1);
	end
	else 
		begin 
			if(leds_in == 10'b1) 
			begin 
				flag <= 0;
		        leds_in <= (leds_in << 1);
			end
			else 
			    begin
			    if(flag == 0) 
			      begin 
			    	 leds_in <= (leds_in << 1);
			     	 flag <=flag;
			      end
			    else 	
			      begin 
			         leds_in <= (leds_in >> 1);
			         flag <= flag;
			      end	
			    end
		end 
assign leds = leds_in;
endmodule
module led_top(input logic clk,
		input logic reset,
		input logic [31:0]count_va,
		output logic [9:0] led_light);
logic CLOCK_1HZ;
freq_divic CL(.clk(clk), .reset(reset), .count_val(count_va), .clk_out(CLOCK_1HZ));
led_con LE(.clk(CLOCK_1HZ), .leds(led_light) );
endmodule 
==> ./run.sh <==
#!/bin/bash
# OpenROAD 26Q1-2900-gdf79404cd8, Yosys 0.63+post, stock flow scripts
make -C /OpenROAD-flow-scripts/flow DESIGN_CONFIG=/design/flow/config.mk WORK_HOME=/design/flow/orfs finish
==> ./config.mk <==
export PLATFORM = sky130hd
export DESIGN_NAME = led_top
export DESIGN_NICKNAME = led_top
export VERILOG_FILES = /design/flow/design.v
export SDC_FILE = /design/flow/constraint.sdc
export NUM_CORES = 4
export LEC_CHECK = 1
export CORE_UTILIZATION = 40
==> ./constraint.sdc <==
current_design led_top

set clk_period 13.0
set clk_io_pct 0.2

create_clock -name clk0 -period $clk_period [get_ports {clk}]

set non_clock_inputs [all_inputs -no_clocks]
set_input_delay [expr $clk_period * $clk_io_pct] -clock clk0 $non_clock_inputs
set_output_delay [expr $clk_period * $clk_io_pct] -clock clk0 [all_outputs]
==> flow_summary.json <==
{
  "drv_cap": 0,
  "p_sw_uw": 50.4,
  "area_growth_pct": 21.0,
  "arrival_ps": 6340,
  "edf_count": 0,
  "p_per_area_mw_per_mm2": 59.0,
  "grt_pass1_wl_um": 9560,
  "drt-total-wl_um": 5580,
  "cts_tree": "done",
  "aoi_share": 0.0599,
  "num_vias": 2371,
  "logic_family": "simple AND/OR/NAND/NOR gates",
  "antenna_found_initial": 0,
  "cts-resized-gates": 0,
  "synthFlopType": "dfxtp_1",
  "unclocked_pins": 11,
  "num_rows": 31,
  "p_leak_uw": 0.00133,
  "crit_type": "in2reg",
  "cp-end-kind": "register",
  "clk_latency_ps": 280,
  "grt_usage": 0.155,
  "worstPathMaxFanout": 32,
  "cts.path.max_buffers": 2,
  "worstSetupStartpointType": "input pin",
  "io_buffers": 43,
  "worstPathRequired_ps": 13150,
  "yosysSeqAreaShare": 0.297,
  "initial_core_util": 0.411,
  "final_cells": 487,
  "finalSetupTns_ps": 0,
  "peakVddDrop_uv": 35.7,
  "final_hold_viol_count": 0,
  "die_h_um": 88.1,
  "ys_sh_xor": 0.177,
  "setup_violations": 0,
  "wl_per_cell_um": 11.4,
  "worstMarginPinSlew_ps": 741,
  "path_clk_slew_ps": 60,
  "ios": 44,
  "first_pass_iters": 6,
  "avgSynthCellArea_um2": 8.67,
  "cts_made_buffers": 5,
  "vias_per_cell": 4.87,
  "skew_ps": 5.16,
  "core_area_mm2": 0.00721,
  "period_needed_ps": 6190,
  "grt_max_degree": 33,
  "dp_hpwl_um": 4430,
  "simple_gate_share": 0.278,
  "postCtsSetupBuffers": 0,
  "fill_cells": 685,
  "overflow": 0,
  "final-comb-area_mm2": 0.00203,
  "max_freq_ghz": 0.162,
  "async_flop_share": 0,
  "warnings": 25,
  "yosys_area_mm2": 0.00296,
  "yosysUniqueCellTypes": 38,
  "ff_latch_area_um2": 881,
  "layout-drive-gt1-share": 0.0593,
  "synthMuxAreaShare": 0.0266,
  "die-area_mm2": 0.00776,
  "synth-adder-area-share": 0.144,
  "p_clk_frac": 0.361,
  "period_used_share": 0.476,
  "dieWidth_um": 88.1,
  "gp_congestion": 0.821,
  "cts_max_level": 2,
  "ant_nets": 0,
  "clockRootBuffer": "clkbuf_8",
  "synthCells": 342,
  "drt_iter0_drc": 80,
  "swShare": 0.238,
  "finalMaxSlewViolations": 0,
  "holdCritPathClass": "reg2reg",
  "maxSlewHeadroom": 0.505,
  "holdBufCountCts": 0,
  "untimed_endpoints": 21,
  "internal_power_uw": 161,
  "seqPwrFrac": 0.487,
  "drc": 0,
  "rsz0062_at_grt": "false",
  "yosys_warnings": 3,
  "grt_pass1_vias": 2172,
  "synth_flops": 44,
  "synth_stat.cells": 342,
  "netlist_area_mm2": 0.00296,
  "n_antenna_cell": 0,
  "combPwrFrac": 0.152,
  "status": "complete, no violations",
  "dp_cells": 480
}
## final cells by class
class	instances	area share
repair buffers	44	0.122
inverters	7	0.00733
clock buffers	7	0.0241
well taps	99	0.0345
multi-input cells	286	0.566
flip-flops and latches	44	0.246
## synth_stat cells, drive strengths merged, types with 6 or more instances
master	count	area [um^2]
inv	7	26.3
nand3	14	70.1
nor2	54	203
and3	7	43.8
dfxtp	44	881
mux2	7	78.8
xor2	28	245
nand4	15	93.8
nor4	12	124
o21ai	6	30.0
a21oi	18	90.1
xnor2	32	280
ha	34	425
nand2	23	86.3
nor3	10	55.1
## worst max-delay path, stage by stage
cell	delay (ps)
clkdlybuf4s50_1	470
or4_4	560
or4_4	500
nor4_4	300
nand3b_1	130
xor2_1	180
ha_1	320
nand4_1	150
nor4_1	350
nor2b_1	220
a211o_1	140
buf_4	310
nor2_1	90
## flip-flops by register name (all words and copies together), names as in the netlist
signal	count
LE.leds_in	10
CL.clk_up	1
CL.cou.cot.out	32
LE.flag	1
## power groups by stage
stage	Clock [uW]	Sequential, uW	Combinational [uW]
CTS	79.2	103	32.5
global route	82.4	103	36.3
finish	76.3	103	32.1
## cells by family (layout without fill, tap and decap cells)
logic type      Yosys count  in the layout
xor+xnor                 60             60
buf+inv                  12             58
compound gates           31             31
mux                       7              7
simple gates            154            154
flops                    44             44
fa+ha+maj                34             34
## routing by layer
metal  part of all wire  GRT usage  up-vias
li1                   -          -     1300
met1               0.54      0.245     1020
met2               0.41      0.244       47
met3              0.043     0.0134        4
met4             0.0090     0.0161        0
met5                  0          0        -
## stage by stage
stage	power [uW]	hold WS, ps	worst slack, ps	utilization	area [um^2]
after global routing	222	580	6410	0.497	3590
after floorplan	120	441	7200	-	2960
after CTS	215	507	6810	0.497	3590
after detailed placement	138	491	6530	0.485	3500
final	212	495	6810	0.497	3590
after global placement	138	484	6570	0.485	3500
## placed cells by master (no fill, tap or decap), types with 2 or more instances in the layout
cell type | synthesis | routed
a21o_1 | 2 | 2
a21oi_1 | 18 | 18
and3_1 | 7 | 7
clkbuf_8 | 0 | 6
clkdlybuf4s50_1 | 0 | 43
dfxtp_1 | 44 | 44
ha_1 | 34 | 34
inv_1 | 7 | 7
mux2_2 | 7 | 7
nand2_1 | 23 | 23
nand3_1 | 14 | 14
nand3b_1 | 3 | 3
nand4_1 | 15 | 15
nor2_1 | 54 | 54
nor2b_1 | 4 | 4
nor3_1 | 9 | 9
nor4_1 | 7 | 7
nor4_2 | 3 | 3
nor4_4 | 2 | 2
o21ai_0 | 6 | 6
or3_1 | 2 | 2
or4_4 | 3 | 3
xnor2_1 | 32 | 32
xor2_1 | 28 | 28
## worst paths after layout
path         slack, ps  cells after the start                end          startpoint
max               6810                     13  CL.cou.cot.out[4]        count_va[11]
min                500                      1  CL.cou.cot.out[0]   CL.cou.cot.out[0]
max reg2reg      10650                      7  CL.cou.cot.out[4]  CL.cou.cot.out[15]
min reg2reg        500                      1  CL.cou.cot.out[0]   CL.cou.cot.out[0]
Power figures rest on the tool's default switching activity, not on a simulated workload.
