==> flow/design.v <==
module counter(input logic clk, 
			   input logic reset, 
			   output logic[31:0] out);
	logic [31:0] out_reset;
	assign out_reset = reset ? 0 : out+1;
	fsm #(32)cot(.clk(clk), .in(out_reset), .out(out));
endmodule	
module freq_divic(input logic clk, 
				  input logic reset, 
				  input logic [31:0]count_val, 
				  output logic clk_out);
logic [31:0] count;
logic count_reset;
logic clk_up;
assign clk_out = reset ? 0 : clk_up; 
counter cou(.clk(clk), .reset(count_reset), .out(count));
assign count_reset  = (count > count_val-2) ? 1 : reset;
always_ff @(posedge clk)
	if(count > count_val-2)
	begin
		clk_up <=~clk_out;
	end
	else 
		clk_up <= clk_out;
endmodule
module fsm(clk, in, out);
	parameter width = 8;
	input clk;
	input [width-1:0] in;
	output reg [width-1:0] out;
	always_ff @(posedge clk)
		out <= in;
endmodule
module top(clk, reset, switch_val, clk_out);
	input logic clk, reset;
	input logic [2:0] switch_val;
	logic [31:0] count_val;
	output logic clk_out;
	always_comb begin
		case(switch_val)                      
			3'b000: count_val = 32'hBAB9;         
			3'b001: count_val = 32'hA65D;         
			3'b010: count_val = 32'h9430;         
			3'b011: count_val = 32'h8BE9;         
			3'b100: count_val = 32'h7CB8;       
			3'b101: count_val = 32'h6EF9;        
			3'b110: count_val =           32'h62F1;         
			3'b111: count_val =          32'h5D5D;        
			 default: count_val =      32'hBAB9;    
		endcase
	end
freq_divic dut(.clk(clk), .reset(reset), .count_val(count_val), .clk_out(clk_out));
endmodule
==> flow/run.sh <==
#!/bin/bash
# OpenROAD 26Q1-2900-gdf79404cd8, Yosys 0.63+post, stock flow scripts
make -C /OpenROAD-flow-scripts/flow DESIGN_CONFIG=/design/flow/config.mk WORK_HOME=/design/flow/orfs finish
==> flow/config.mk <==
export PLATFORM = sky130hd
export DESIGN_NAME = top
export DESIGN_NICKNAME = top
export VERILOG_FILES = /design/flow/design.v
export SDC_FILE = /design/flow/constraint.sdc
export NUM_CORES = 4
export LEC_CHECK = 1
export CORE_AREA = 10 10 111 111
export DIE_AREA = 0 0 121 121
==> flow/constraint.sdc <==
current_design top

set clk_period 3.4
set clk_io_pct 0.2

create_clock -name clk0 -period $clk_period [get_ports {clk}]

set non_clock_inputs [all_inputs -no_clocks]
set_input_delay [expr $clk_period * $clk_io_pct] -clock clk0 $non_clock_inputs
set_output_delay [expr $clk_period * $clk_io_pct] -clock clk0 [all_outputs]
==> metrics.yaml <==
routing:
  tally_of_nets_with_antenna_violations_remaining_after_routing: 0
  routed_wire_length_per_instance_um: 12.6
  route.antenna.diode_count: 0
  totalWireLength_mm: 5.69
  vias_per_cell: 4.81
  drcViolationCount: 0
  detailroute.via_count: 2166
  initialDrtViolationCount: 149
  drt_pass1_iterations: 4
setup_path:
  timing.critical_path.from: "switch_val[1]"
  crit_path_end_kind: "flip-flop"
  worst_setup_path_start_kind: "input port"
  crit_type: "in2reg"
  critical_path_arrival_ns: 3.46
  timing.critical_path.mode_cell: "sky130_fd_sc_hd__inv_1"
  cp_max_fo: 6
  worst_path_largest_cell_delay_ns: 0.56
  critical_path.cell_chain: "buf_2 -> inv_2 -> ha_4 -> inv_1 -> o21ai_2 -> inv_1 -> ha_2 -> buf_4 -> nand2_1 -> o31ai_2 -> ha_1 -> nand4_1 -> or4_4 -> buf_6 -> nor3_4 -> o21bai_4 -> buf_12 -> a211oi_2"
  cpMaxStageDelayCell: "sky130_fd_sc_hd__or4_4"
  worst_r2r_startpoint: "dut.cou.cot.out[25]$_SDFF_PP0_"
  worstRegToRegCells: 7
  timing.critical_path.required_ns: 3.61
grt:
  globalRouteOverflowTotal: 0
  grt.total_usage_pct: 7.91
  antenna_violations_before_repair: 0
  groute.layer.met1.usage_pct: 10.9
  busiest_layer: "met2"
  grt_pass1_wl_mm: 9.67
  largest_net_degree_at_the_start_of_global_routing: 12
  groute.layer.met2.usage_pct: 12.9
  vias_in_the_first_global_route: 2045
  met3_routing_resource_usage_after_global_routing_pct: 1.89
timing:
  timing.final.max_slew_violations: 0
  worst_hold_slack_ns: 0.498
  finalClockSkew_ns: 0.00445
  layout_min_cycle_time_ns: 3.25
  maxSlewHeadroom_pct: 54.5
  finalHoldViolCount: 0
  aggregate_negative_setup_slack_ns: 0
  setup-violations-final: 0
  fmax_mhz: 307
  final.period_utilization_pct: 95.7
  worst-slew-pin-transition_ns: 0.677
  finalWorstSetupSlack_ns: 0.147
clock_tree:
  cts.htree.levels: 2
  root_buffer: "sky130_fd_sc_hd__clkbuf_8"
  cts_buffers: 5
  clk_path_buf_depth: 2
  tritoncts_clock_tree: "built"
  clk_pin_slew_worst_paths_ns: 0.07
  cts_num_sinks: 33
  clock.latency.late_pin_ns: 0.28
flow_run:
  cap_viol_max_count: 0
  count_of_warning_messages_emitted_by_the_tools: 29
placement:
  count_of_input_and_output_buffers: 5
  gp_congestion: 0.901
  postPlaceCellArea_um2: 2830
  place_hpwl_mm: 3.94
  pre_cts_ws_ns: -0.568
synthesis:
  yosys-stat-cells: 277
  post-synth-top-area-fraction_pct: 27.1
  yosys_warnings: 3
  post_synth_num_cell_types: 46
  synth.cell_area_um2: 2440
  synth-edff-count: 0
  top_area_cell: "sky130_fd_sc_hd__dfxtp_1"
  post-synth-top-count-cell: "sky130_fd_sc_hd__dfxtp_1"
  yosys-stat-area_um2: 2440
  yosysSeqAreaShare_pct: 27.1
  top_cells_by_count: "sky130_fd_sc_hd__dfxtp_1 (33), sky130_fd_sc_hd__ha_1 (26), sky130_fd_sc_hd__nand2_1 (19), sky130_fd_sc_hd__nand3_1 (19), sky130_fd_sc_hd__nor3_2 (18)"
  asyncSetResetFlopFracSynth_pct: 0
  synthTopCellsByArea: "sky130_fd_sc_hd__dfxtp_1 (27%), sky130_fd_sc_hd__ha_1 (13%), sky130_fd_sc_hd__nor3_2 (7.4%)"
  synth.ff_latch_count: 33
  synth-main-ff-cell: "sky130_fd_sc_hd__dfxtp_1"
  post_synthesis_mean_instance_area_um2: 8.80
  netlist_instances: 277
power_and_ir_drop:
  pwr-share-seq_pct: 45.5
  leakagePower_nw: 1.23
  switching_share_pct: 23.7
  internal-power_mw: 0.662
  p_sw_mw: 0.205
  power_per_cell_area_nw_per_um2: 275
  max_rail_drop_vdd_uv: 176
  clock_power_share_pct: 40.7
  comb_power_share_pct: 13.8
floorplanning:
  std_cell_rows: 36
  chipHeight_um: 121
  coreArea_um2: 9860
  floorplan.die_area_um2: 14600
  chipWidth_um: 121
  floorplan.core_util_pct: 24.7
  io_pins: 6
hold_path:
  min-delay-start: "dut.cou.cot.out[29]$_SDFF_PP0_"
  holdPathStages: 2
  hold_path.class: "reg2reg"
cells_and_area:
  synthToLayoutAreaGrowth_pct: 29.4
  finalInstanceArea_um2: 3150
  drive_gt1_share_pct: 27.4
run_status:
  result_of_the_run: "completed"
## sequential cells by signal, summed over array words and instances (netlist names)
signal and count:
dut.cou.cot.out 32, dut.clk_up 1
## layout make-up
type	instances	area, um2
Inverter	9	33.8
Multi-Input combinational cell	227	1750
Fill cell	965	6710
Tap cell	133	166
Clock buffer	5	68.8
Timing Repair Buffer	41	434
Clock inverter	2	35.0
Sequential cell	33	661
## cells by family (layout without fill, tap and decap cells)
| family | after synthesis | in the layout | share of synthesized area [%] |
|---|---|---|---|
| buf+inv | 20 | 57 | 4.47 |
| mux | 2 | 2 | 0.821 |
| xor+xnor | 28 | 28 | 10.1 |
| other cells | 1 | 4 | 0.154 |
| simple gates | 126 | 126 | 33.3 |
| flops | 33 | 33 | 27.1 |
| fa+ha+maj | 26 | 26 | 13.3 |
| compound gates | 41 | 41 | 10.7 |
## repair_timing
item | CTS | global route
setup endpoints to repair | 33 | 26
buffers inserted | 5 | 0
hold endpoints to repair | 0 | 0
hold buffers | 0 | 0
cloned | 4 | 0
resized | 30 | 5
pin swaps | 7 | 4
## through the flow
| step | std cells | util, % | power (mW) |
|---|---|---|---|
| 4_1_cts | 450 | 31.7 | 0.873 |
| 5_1_grt | 450 | 32.0 | 0.913 |
| 3_5_place_dp | 435 | 28.6 | 0.506 |
| 6_report | 450 | 32.0 | 0.868 |
| 3_3_place_gp | 435 | 28.6 | 0.503 |
| 2_1_floorplan | 280 | - | 0.463 |
## worst max-delay path, delay by kind of cell
| family | cells | cell delay (ns) |
|---|---|---|
| AND/OR/NAND/NOR | 4 | 0.90 |
| buffers and inverters | 7 | 0.77 |
| adder cells (fa/ha/maj) | 3 | 0.56 |
| AND-OR/OR-AND | 4 | 0.54 |
## placed cells by master, fill, tap and decap left out, drive strengths merged, types with 7 or more instances in the layout
cell / instances
xnor2: 14
a21oi: 13
nand3: 21
or3: 7
nand4: 14
ha: 26
xor2: 14
buf: 37
nor3: 28
nand2: 19
o21ai: 15
dfxtp: 33
inv: 8
nor2: 16
## power by group through the flow
| stage | Clock (mW) | Combinational [mW] | Sequential [mW] |
|---|---|---|---|
| 4_1_cts | 0.360 | 0.118 | 0.395 |
| 6_report | 0.353 | 0.120 | 0.395 |
| 5_1_grt | 0.385 | 0.133 | 0.395 |
## layer usage
| layer | up-vias | wire, um |
|---|---|---|
| li1 | 1092 | - |
| met1 | 1049 | 2800 |
| met2 | 23 | 2700 |
| met3 | 2 | 168 |
| met4 | 0 | 19 |
| met5 | - | 0 |
## worst paths after layout
kind | slack (ns) | endpoint
setup reg to reg | 0.98 | dut.cou.cot.out[25]$_SDFF_PP0_
hold / removal | 0.50 | dut.cou.cot.out[29]$_SDFF_PP0_
hold reg to reg | 0.50 | dut.cou.cot.out[29]$_SDFF_PP0_
setup / recovery | 0.15 | dut.cou.cot.out[25]$_SDFF_PP0_
No activity file was given, so power comes from the tool's default toggle rates.
